`flow/run.sh`:
```
#!/bin/bash
# OpenROAD 26Q1-2900-gdf79404cd8, Yosys 0.63+post, stock flow scripts
make -C /OpenROAD-flow-scripts/flow DESIGN_CONFIG=/design/flow/config.mk WORK_HOME=/design/flow/orfs finish
```
`flow/config.mk`:
```
export PLATFORM = sky130hd
export DESIGN_NAME = spi_ctrl
export DESIGN_NICKNAME = spi_ctrl
export VERILOG_FILES = /design/flow/design.v
export SDC_FILE = /design/flow/constraint.sdc
export NUM_CORES = 4
export LEC_CHECK = 1
export CORE_UTILIZATION = 50
```
`flow/constraint.sdc`:
```
current_design spi_ctrl

set clk_period 3.3
set clk_io_pct 0.2

create_clock -name clk0 -period $clk_period [get_ports {clk}]

set non_clock_inputs [all_inputs -no_clocks]
set_input_delay [expr $clk_period * $clk_io_pct] -clock clk0 $non_clock_inputs
set_output_delay [expr $clk_period * $clk_io_pct] -clock clk0 [all_outputs]
```
`flow/design.v`:
```
interface intf(input logic clk, reset);
  logic en, ready, spi_do;
  logic [23:0] cmd_data;
  logic [7:0] read_data;
  logic sink_vld, spi_clk, spi_enb, spi_di;
endinterface
module spi_ctrl #
(
    parameter SPI_ADDR_WIDTH = 16,
    parameter SPI_CMD_WIDTH = 24,
    parameter SPI_IDLE = 0
)
(
    input clk,
    input rst,
    input [23:0] cmd_data,
    output reg [7:0] read_data,
    input en,
    input ready,
    output reg sink_vld,
    output reg spi_clk,
    output reg spi_enb,
    output reg spi_di,
    input spi_do
);
localparam [1:0] IDLE = 2'b00,
                 WRITE_ADDR = 2'b01,
                 WRITE_DATA = 2'b10,
                 READ = 2'b11;
localparam SPI_DATA_WIDTH = SPI_CMD_WIDTH - SPI_ADDR_WIDTH;
reg [SPI_CMD_WIDTH-1:0] cmd_data_r;
reg [SPI_ADDR_WIDTH-1:0] cnt;
reg [1:0] state;
reg flag_read;
reg flag_write_addr_update, flag_write_addr_hold, flag_data_update, flag_data_hold;
assign flag_write_addr_update = (cnt < SPI_ADDR_WIDTH && spi_clk == 1'b0) ? 1'b1 : 1'b0;
assign flag_write_addr_hold = (cnt < SPI_ADDR_WIDTH) ? 1'b1 : 1'b0;
assign flag_data_update = (cnt < SPI_DATA_WIDTH && spi_clk == 1'b0) ? 1'b1 : 1'b0;
assign flag_data_hold = (cnt < SPI_DATA_WIDTH) ? 1'b1 : 1'b0;
always @ (posedge clk or posedge rst) begin
    if (rst) begin
        spi_clk <= SPI_IDLE;
        spi_enb <= 1'b1;
        spi_di <= 1'b0;
        read_data <= 8'd0;
        sink_vld <= 1'b0;
        state <= IDLE;
        cmd_data_r <= 24'd0;
        cnt <= 16'd0;
        flag_read <= 1'b0;
    end else if (en) begin
        case (state)
            IDLE: begin
                if (ready) begin
                    state <= WRITE_ADDR;
                    spi_enb <= 1'b0;
                    cmd_data_r <= cmd_data;
                    cnt <= 16'd0;
                    flag_read <= !cmd_data[23];
                end
                sink_vld <= 1'b0;
                spi_di <= 1'b0;
                spi_enb <= 1'b1;
            end
            WRITE_ADDR: begin
                spi_enb <= 1'b0;
                if (flag_write_addr_update) begin
                    spi_di <= cmd_data_r[23];
                    cmd_data_r <= {cmd_data_r[22:0], 1'b0};
                    spi_clk <= 1'b1;
                    cnt <= cnt + 1;
                end else if (flag_write_addr_hold) begin
                    spi_clk <= 1'b0;
                end else begin
                    if (flag_read) state <= READ;
                    else state <= WRITE_DATA;
                    cnt <= 16'd0;
                    spi_clk <= 1'b0;
                end
            end
            WRITE_DATA: begin
                if (flag_data_update) begin
                    spi_di <= cmd_data_r[23];
                    cmd_data_r <= {cmd_data_r[22:0], 1'b0};
                    spi_clk <= 1'b1;
                    cnt <= cnt + 1;
                end else if (flag_data_hold) begin
                    spi_clk <= 1'b0;
                end else begin
                    state <= IDLE;
                    spi_clk <= 1'b0;
                    sink_vld <= 1'b1;
                end
            end
            READ: begin
                if (flag_data_update) begin
                    spi_clk <= 1'b1;
                end else if (flag_data_hold) begin
                    spi_clk <= 1'b0;
                    read_data[0] <= spi_do;
                    read_data[7:1] <= read_data[6:0];
                    cnt <= 16'd0;
                end else begin
                    state <= IDLE;
                    sink_vld <= 1'b1;
                end
            end
            default: state <= IDLE;
        endcase
    end
end
endmodule
```
==> CHANGELOG.md <==
### Metrics

* Outcome: completed
* Sink Count at 57
* # hold bufs at CTS at 0
* RSZ-0062 raised after global routing: false
* Die Y at 75.9 um
* Die extent in x at 75.9 um
* VDD IR max at 423 uV
* Post-CTS sizing at 0
* GRT Util Overall at 21.0%
* Port buffer count at 40
* Fp_density at 52.8%
* Critical path arrival at 2.71 ns
* CTS buffer count at 9
* P_leak at 1.60 nW
* Vias per Instance at 5.49
* Final instance area at 3460 um2
* Pwr Density at 475 nW/um2
* Final Routed Wirelength at 5430 um
* Initial DRT Pass Iterations at 5
* Aggregate global routing overflow at 0
* Multi-input gate area at 1200 um2
* Gpl congestion at 0.845
* Post-Syn Instances at 298
* Clock power frac at 53.9%
* Period utilization at 75.3%
* Drt wl/cell at 13.2 um
* Syn avg cell area at 9.17 um2
* Yosys chip area at 2730 um2
* Crit path launch type: flop
* Count of final hold-check violations at 0
* Site Rows at 26
* Synth Register Bits at 57
* H-tree depth at 3
* CP Cell Sequence: or2_2 > o311ai_0 > a221o_1 > nor3_1 > a21o_1
* Slowest cell on crit path: o311ai_0
* Crit path DRT at 3.52 ns
* Clock buffer depth at 2
* Number of max-cap violations at 0
* Synth-to-Final Area Change at 26.6%
* CTS tree: built
* First-pass GRT wire length at 9670 um
* Part of the power in registers at 42.5%
* Most frequent cells after synthesis: 60 x nand2_1, 55 x dfrtp_1, 43 x nor2_1
* Top Metal Used: met4
* Yosys warning count at 5
* Skew-Pair Late Insertion Delay at 0.33 ns
* Share of cells above drive strength 1 at 12.3%
* Critical Path Fanout Max at 28
* # IOs at 41
* Initial antenna violation count at 0
* Logic gate share of total power at 3.5%
* Post-synth ARST share at 100%
* Worst-Margin Slew at 0.801 ns
* Cell Area, Synth at 2730 um2
* Setup TNS at 0 ns
* Final min period at 2.49 ns
* Vias at 2,260
* Yosys top cell by area: dfrtp_1
* Detailed Place HPWL at 3530 um
* Number of flops mapped to enable cells by yosys at 0
* Slew HR at 45.9%
* Synth top cell by count: nand2_1
* Die area at 5760 um2
* Met2 WL post-DR at 2350 um
* Number of OpenROAD warnings at 26
* # setup viols final at 0
* Yosys stat cell total at 298
* Iteration-0 DRC Markers at 140
* Placed instance area at 3180 um2
* Clock-pin slew on the worst setup and hold paths at 0.06 ns
* CP Class: reg2reg
* Antenna cells at 0
* CP Capture Type: flop
* Top cell area share at 50.4%
* Slew Limit Fails at 0
* Max Clk Rate at 402 MHz
* Clock Skew at 0.00536 ns
* DRC errors left at 0
* Synth top area cells: dfrtp_1 50%, nand2_1 8.2%, a31oi_1 6.2%
* Sequential cell area at 1430 um2
* Int Pwr at 1.35 mW
* Netlist cell types at 43
* Fill cells at 425
* Switching portion of total power at 17.8%
* CP max stage delay at 0.75 ns
* Top_reg_cell synth: dfrtp_1
* Metal-1 WL at 2710 um
* Vias in the first global route at 2,088
* Largest net degree at the start of global routing at 58
* Setup Fix Bufs, Post-CTS at 0
* Seq share, synth at 52.3%
* Met3 Routed Length at 252 um
* CTS root buf: clkbuf_8
* Net Sw Power at 0.293 mW
* CP Buf/Inv Count at 0
* Antenna Nets Post-Route at 0
* CP top delay family: AND-OR/OR-AND gates
* Final core area utilization at 66.9%
* Worst Hold Class: reg2reg
* Core Region at 5170 um2
==> state kept, by name (all words and copies together) (netlist names) <==
signal,cells
read_data,8
state,4
spi_clk,1
spi_enb,1
spi_di,1
sink_vld,1
cnt,16
cmd_data_r,24
flag_read,1
==> routing by layer <==
| layer | vias to the layer above | GRT usage, % |
|---|---|---|
| met5 | - | 0 |
| met4 | 0 | 3.85 |
| met3 | 13 | 2.45 |
| met2 | 70 | 30.5 |
| met1 | 1045 | 36.4 |
| li1 | 1132 | - |
==> area by class of cell <==
class                      count  share of cell area (%)
sequential                    57                    41.3
multi-input combinational    216                    34.6
inverter                       8                   0.868
timing repair buffer          45                    12.7
tap                           70                    2.53
clock inverter                 5                    3.62
clock buffer                  11                    4.38
==> cell families (layout without fill, tap and decap cells) <==
logic type,Yosys count,count (layout),share of synthesized area (%)
flops,57,57,52.3
mux,9,9,3.71
buf+inv,25,69,4.08
compound gates,65,65,15.1
fa+ha+maj,1,1,0.458
simple gates,141,141,24.4
==> metrics by stage <==
step	setup slack [ns]	std cells	power (mW)	hold WS (ns)
finish	0.814	412	1.64	0.488
global route	0.627	412	1.70	0.534
CTS	0.847	412	1.66	0.494
detailed placement	0.679	396	0.771	0.490
global placement	0.721	396	0.771	0.480
floorplan	1.18	298	0.730	0.444
==> worst register-to-register path: stages (launching register included) <==
cell and delay, ns:
dfrtp_1 0.51, or2_2 0.55, o311ai_0 0.76, a221o_1 0.32, nor3_1 0.07, a21o_1 0.17
==> power groups by stage <==
| stage | Clock (mW) | Sequential, mW | Combinational, mW |
|---|---|---|---|
| final | 0.886 | 0.699 | 0.0581 |
| after global routing | 0.938 | 0.698 | 0.0655 |
| after CTS | 0.905 | 0.699 | 0.0597 |
==> layout by cell type, fill, tap and decap left out, types with 2 or more instances in the layout <==
master / n
nor2_1: 43
a21oi_1: 10
nand4_1: 4
or4_4: 2
a41oi_1: 3
nand3_1: 6
mux2_2: 9
nor2b_1: 3
nand2b_1: 2
dfstp_2: 2
nor4_2: 4
clkbuf_8: 11
a31oi_1: 27
dfrtp_1: 55
clkdlybuf4s50_1: 40
o41ai_1: 3
o21ai_0: 13
buf_4: 5
and3_1: 5
or2_2: 2
inv_1: 7
nand2_1: 60
bufinv_16: 4
==> worst paths after layout <==
kind	to	cells after the start	from	slack, ns
setup / recovery	cnt[0]$_DFFE_PP0P_	5	state[2]$_DFF_PP0_	0.81
hold / removal	state[1]$_DFF_PP0_	1	flag_read$_DFFE_PP0P_	0.49
setup reg to reg	cnt[0]$_DFFE_PP0P_	5	state[2]$_DFF_PP0_	0.81
hold reg to reg	state[1]$_DFF_PP0_	1	flag_read$_DFFE_PP0P_	0.49
max in group asynchronous	cnt[1]$_DFFE_PP0P_	3	rst	1.98
min in group asynchronous	read_data[3]$_DFFE_PP0P_	3	rst	0.85
Power and IR drop assume default switching activity.
